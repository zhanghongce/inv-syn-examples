--- /design/flow/config.mk ---
export PLATFORM = sky130hd
export DESIGN_NAME = opposite
export DESIGN_NICKNAME = opposite
export VERILOG_FILES = /design/flow/design.v
export SDC_FILE = /design/flow/constraint.sdc
export NUM_CORES = 4
export LEC_CHECK = 1
export CORE_AREA = 10 10 70 70
export DIE_AREA = 0 0 80 80
--- /design/flow/run.sh ---
#!/bin/bash
# OpenROAD 26Q1-2900-gdf79404cd8, Yosys 0.63+post, stock flow scripts
make -C /OpenROAD-flow-scripts/flow DESIGN_CONFIG=/design/flow/config.mk WORK_HOME=/design/flow/orfs finish
--- /design/flow/design.v ---
module opposite(input clk, input rst, input [3:0] ui, input en, output [3:0] out);
reg [3:0] v;  
reg [3:0] imp;  
always @(posedge clk) begin
  if (rst)
    v <= ui;
  else if(en)
    v <= v + 1;
end
always @(posedge clk) begin
  if (rst)
    imp <= ~ui;
  else if(en)
    imp <= imp - 1;
end
assign out = v & ( 4'hf - imp ) ; 
endmodule
--- /design/flow/constraint.sdc ---
current_design opposite

set clk_period 2.4
set clk_io_pct 0.2

create_clock -name clk0 -period $clk_period [get_ports {clk}]

set non_clock_inputs [all_inputs -no_clocks]
set_input_delay [expr $clk_period * $clk_io_pct] -clock clk0 $non_clock_inputs
set_output_delay [expr $clk_period * $clk_io_pct] -clock clk0 [all_outputs]
==> results.tsv <==
stage	metric	value	unit
final_layout	logic_area	178.9	um2
power_and_ir_drop	power	0.3695	mW
clocking	cts_made_buffers	3	
die	core	3416	um2
worst_setup_path	ff2ff_path_depth	2	
clocking	cts.path.max_buffers	2	
die	fp_util	0.1282	
global_route	grt-ovfl-total	0	
placed_design	dp_hpwl	720.6	um
timing	fin_crit	1823	ps
clocking	cts_setup_buffers	0	
die	dieArea	6400	um2
worst_setup_path	worst_setup_path_end_kind	primary output	
clocking	path_clk_slew	50	ps
placed_design	dp.cells	90	
timing	rsz0062_at_grt	false	
job	maxCapViolations	0	
timing	max_freq	548.6	MHz
worst_setup_path	timing.rr.end	v[1]	
synth	top_area_cell	edfxtp_1	
clocking	cts.repair.resized	0	
die	fp.dieH	80	um
synth	ys_warn_count	1	
global_route	grt_max_degree	13	
route	drt_first_pass_iters	4	
route	finalWirelength	876	um
clocking	h-tree-depth	1	
timing	slew_headroom	0.7419	
synth	synth.cell_area	437.9	um2
final_layout	most-common-layout-cells	10 x clkdlybuf4s50_1, 8 x edfxtp_1	
timing	worst_pin_slew	385.9	ps
route	drt_iter0_markers	7	
power_and_ir_drop	ir_drop	0.0002068	V
die	io-pin-count	11	
min_path	hold_path.startpoint	v[3]	
placed_design	place_congestion	0.6767	
power_and_ir_drop	leakage	0.2183	nW
worst_setup_path	cp_top_family	buffers and inverters	
timing	tns	0	ps
synth	syn_inst	35	
min_path	worstHoldEndpoint	v[3]	
job	warnings	25	
clocking	cts_root_buffer	clkbuf_4	
die	row_count	21	
clocking	postCtsHoldBufs	0	
min_path	min-delay-path-class	reg2reg	
worst_setup_path	crit_type	reg2out	
synth	ys_seq_frac	0.5486	
final_layout	lay_top_count	clkdlybuf4s50_1	
worst_setup_path	crit_buf_inv	1	
final_layout	drive_gt1_frac	0.1489	
synth	synth.distinct_cells	16	
timing	setup_viol	0	
timing	timing.final.crit_share	0.7595	
outcome	status	complete, no violations	
timing	finClkSkew	4.567	ps
worst_setup_path	cp_max_fo	3	
synth	top_cell_area_share	0.5486	
synth	syn_area_per_cell	12.51	um2
route	vias	280	
worst_setup_path	r2r_slack	1140	ps
route	num_antenna_cells	0	
route	ant_nets	0	
global_route	grt_pass1_vias	278	
worst_setup_path	cp_cell_sequence	and2b_2 > clkdlybuf4s50_1	
power_and_ir_drop	cellPowerDensity	608.9	nW/um2
route	drc	0	
clocking	cts_tree	built	
worst_setup_path	cpMaxStageDelayCell	clkdlybuf4s50_1	
global_route	antenna_found_initial	0	
global_route	grt_pass1_wl	1297	um
synth	ys_cells	35	
worst_setup_path	r2r_start	v[0]	
clocking	clock_sinks	8	
final_layout	fillCellCount	391	
min_path	whs_path_depth	2	
placed_design	portBuffers	10	
final_layout	area_delta_synth_final	38.57	%
worst_setup_path	cp_slowest_stage_delay	460	ps
route	routedWlPerCell	9.419	um
global_route	track_usage	0.02554	
synth	ys_chip_area	437.9	um2
route	vias_per_cell	3.011	
synth	top_cells_by_area	edfxtp_1 55%, xor2_1 6.0%, ha_1 5.7%	
worst_setup_path	cp.required	1920	ps
timing	hold_viol_final	0	
clocking	clk_latency	250	ps
final_layout	register_area	240.2	um2
timing	finalMaxSlewViolations	0	
synth	ys.flops	8	
die	chipWidth	80	um
worst_setup_path	critPathLaunchType	flip-flop	
final_layout	fin_cells	93	
worst_setup_path	arrival	1340	ps
## synth_stat cells
master and n:
nor2b_1 3, o21a_1 3, o21ai_0 3, xnor2_1 1
mux2_2 1, and2b_2 1, or2_2 1, inv_1 2
ha_1 2, edfxtp_1 8, mux2i_1 1, nand3_1 1
xor2_1 3, nor3_2 1, nand2_1 3, buf_6 1
## layer usage
metal / global-route usage / up-vias / share of wire
met1: 0.03645 / 127 / 0.52
met4: 0.007042 / 0 / 0
met2: 0.03371 / 7 / 0.44
li1: - / 146 / -
met3: 0.01136 / 0 / 0.035
met5: 0 / - / 0
## power breakdown
group | switching (mW) | internal [mW] | leakage [nW]
Combinational | 0.0267 | 0.0488 | 0.123
Sequential | 0.0162 | 0.179 | 0.0814
Clock | 0.0417 | 0.0570 | 0.0138
## area by class of cell
cell class | count | area share
Clock buffer | 3 | 0.03711
Inverter | 2 | 0.01237
Multi-Input combinational cell | 24 | 0.2948
Sequential cell | 8 | 0.3959
Tap cell | 46 | 0.09485
Timing Repair Buffer | 10 | 0.1649
## worst min-delay path, cell delays in order, from the launching register on
cell and delay (ps):
edfxtp_1 350, xor2_1 70, o21ai_0 120
## cells by family after synthesis
| group | synth area share |
|---|---|
| AND/OR/NAND/NOR | 0.1371 |
| flip-flops | 0.5486 |
| AND-OR/OR-AND | 0.08570 |
| XOR/XNOR | 0.08001 |
| buffers and inverters | 0.04286 |
| multiplexers | 0.04857 |
| adder cells (fa/ha/maj) | 0.05713 |
## state kept, by name, indices dropped and copies added, names as in the netlist
| name | count |
|---|---|
| imp | 4 |
| v | 4 |
## worst max path at each step
stage	start	end	slack (ps)	cells after the start
4_1_cts	imp[0]	out[0]	550	2
5_1_grt	imp[0]	out[0]	510	2
6_report	imp[0]	out[0]	580	2
## metrics by stage
step / utilization / setup WS [ps] / cell area [um2] / hold slack, ps
2_1_floorplan: - / 1213 / 437.9 / 596.1
3_3_place_gp: 0.1711 / 567.9 / 584.3 / 633.7
3_5_place_dp: 0.1711 / 531.8 / 584.3 / 646.5
4_1_cts: 0.1777 / 548.5 / 606.8 / 662.4
5_1_grt: 0.1777 / 511.7 / 606.8 / 686.6
6_report: 0.1777 / 577.1 / 606.8 / 656.7
No activity file was given, so power comes from the tool's default toggle rates.
